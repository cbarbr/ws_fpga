<file path="design.v">
    module pe(
        input clk,
        input [31:0] iact_in,
        input [15:0] weight_in,
        input [47:0] psum_in,
        input load_weight,  
        output logic [31:0] iact_out,
        output logic [15:0] weight_out, 
        output logic [47:0] psum_out
    );
        logic [15:0] weight_reg;
        logic [47:0] product;
        logic [47:0] psum;
        assign product = iact_in * weight_reg;
        assign psum = product + psum_in;
        assign weight_out = weight_reg;
        always_ff @(posedge clk) begin
            if (load_weight) begin
                weight_reg  <= weight_in;
            end
        end
        always_ff @(posedge clk) begin
            iact_out <= iact_in;
        end
        always_ff @(posedge clk) begin
            psum_out <= psum;
        end
    endmodule : pe
    module pe_array
    #(
        parameter ROWS = 3,
        parameter COLS = 3
    )(
        input clk,
        input [0:COLS - 1] [31:0] iacts,
        input [0:ROWS - 1] [15:0] weights,
        input load_weight,  
        output [0:ROWS - 1][47:0] psums     
    );
    logic [0:ROWS-1][0:COLS] [47:0] psum_internal;
    logic [0:ROWS][0:COLS-1] [31:0] iact_internal;
    logic [0:ROWS-1][0:COLS] [15:0] weight_internal;
    genvar i, j;
    for (i = 0; i < COLS; ++i) begin : start_col
        assign iact_internal[0][i] = iacts[i];
    end
    for (i = 0; i < ROWS; ++i) begin : start_row
        assign weight_internal[i][0] = weights[i];
        assign psum_internal[i][0] = 'b0;
        assign psums[i] = psum_internal[i][COLS];
    end
    for (i = 0; i < ROWS; ++i) begin : int_row
        for (j = 0; j < COLS; ++j) begin : int_col
            pe pe_inst(
                .clk(clk),
                .load_weight(load_weight),
                .iact_in(iact_internal[i][j]),
                .weight_in(weight_internal[i][j]),
                .psum_in(psum_internal[i][j]),
                .iact_out(iact_internal[i+1][j]),
                .weight_out(weight_internal[i][j+1]),
                .psum_out(psum_internal[i][j+1])
            );
        end
    end
    endmodule : pe_array
</file>
<file path="run.sh">
#!/bin/bash
# OpenROAD 26Q1-2900-gdf79404cd8, Yosys 0.63+post, stock flow scripts
make -C /OpenROAD-flow-scripts/flow DESIGN_CONFIG=/design/flow/config.mk WORK_HOME=/design/flow/orfs finish
</file>
<file path="config.mk">
export PLATFORM = sky130hd
export DESIGN_NAME = pe_array
export DESIGN_NICKNAME = pe_array
export VERILOG_FILES = /design/flow/design.v
export SDC_FILE = /design/flow/constraint.sdc
export NUM_CORES = 4
export LEC_CHECK = 1
export CORE_UTILIZATION = 50
</file>
<file path="constraint.sdc">
current_design pe_array

set clk_period 26.8
set clk_io_pct 0.2

create_clock -name clk0 -period $clk_period [get_ports {clk}]

set non_clock_inputs [all_inputs -no_clocks]
set_input_delay [expr $clk_period * $clk_io_pct] -clock clk0 $non_clock_inputs
set_output_delay [expr $clk_period * $clk_io_pct] -clock clk0 [all_outputs]
</file>
==> results.cfg <==
; implementation run metrics
[placement]
place_hpwl_um = 348000
io_buffer_count = 289
place.gp.congestion = 0.9447

[floorplanning]
fp_util = 0.5031
ios = 290
die_y_um = 584.4
row_count = 213
fp.dieW_um = 584.4
core_mm2 = 0.3371
die-area_mm2 = 0.3416

[final_timing]
skew_ns = 0.06702
rsz0062_at_grt = false
fmax_mhz = 82.26
period_used_share = 0.4536
timing.slew.headroom = 0.3244
hold_violations = 0
finalSetupViolCount = 0
tns_ns = 0
worst_pin_slew_ns = 1.010
min_period_ns = 12.16
drv_slew = 0

[clock_network]
ctsHoldBuffers = 0
htreeDepth = 3
cts_buffer_depth = 4
ctsResizeCount = 0
clockRootBuffer = clkbuf_16
cts_tree = built
path_clk_slew_ns = 0.06
worstSkewPairLatency_ns = 0.88
clkSinkCount = 768
cts_setup_buffers = 0
numCtsBuffers = 102

[flow_run]
maxCapViolCount = 0
warning_count = 26

[global_routing]
grt_overflow_total = 0
antenna_found_initial = 34
grt_max_degree = 37
grt_pass1_wl_um = 722200
grt_pass1_vias = 128429
grt.total_usage = 0.2966

[critical_path]
cp_max_fo = 17
criticalPathCategory = in -> reg
required_ns = 27.62
worstSetupStartpointType = input pin
arrival_ns = 12.98
endpoint_kind = flop

[detailed_routing]
drc = 0
ant_nets = 0
via_per_inst = 5.048
firstDrtPassIters = 7
drtIter0Drc = 4521
vias = 117286
totalWireLength_um = 441200
wl_per_cell_um = 18.99

[logic_synthesis]
ys.flop_type = dfxtp_1
ys_cells = 18649
edf_count = 144
yosysUniqueCellTypes = 85
netlist_instances = 18649
ys_area_mm2 = 0.1696
synth_warnings = 1
syn_avg_cell_area_um2 = 9.095
syn_area_mm2 = 0.1696
async_reset_ff_frac = 0
yosysSeqAreaShare = 0.09915
synth-seq-cells = 768

[status]
status = finished, final reports clean

[finish]
area_growth_pct = 7.025
largest_reg_flops = 432
final_layout_size_suffix_gt1_frac = 0.03197
nFillCells = 30688

[hold_path]
holdCritPathClass = reg -> reg
==> metal layers <==
metal	vias to the layer above	GRT usage	wire [um]
met3	513	0.1504	55040
met2	4330	0.4302	196200
met1	59001	0.4347	180700
li1	53405	-	-
met5	-	0.008406	596
met4	37	0.04611	8693
==> synth_stat cells, types with 10 or more instances <==
cell      count  share of area
xor2_1      123         0.0064
o21a_1       51         0.0023
xnor2_1     270          0.014
and2_1     1839          0.068
nand2_1    2968          0.066
fa_1       4044           0.48
inv_1      5050           0.11
ha_1       1050          0.077
a221o_1      12        0.00071
nand3_1      66         0.0019
and3_1       38         0.0014
clkbuf_1    802          0.018
a21o_1      261          0.012
a31oi_1      39         0.0014
o21ai_1      15        0.00044
o21bai_1     40         0.0018
nand4_1      67         0.0025
nor2_1      183         0.0040
o21ai_0     189         0.0056
o211ai_1     10        0.00044
nand2b_1     44         0.0016
edfxtp_1    144          0.025
a21boi_0     12        0.00053
a21oi_1     380          0.011
nor3_1       32        0.00094
a211oi_1     28         0.0012
dfxtp_1     624          0.074
o31ai_1      21        0.00093
nor2b_1      59         0.0022
==> final timing paths <==
path                                                  start                                         end  slack [ns]  cells past startpoint
hold reg to reg   int_row[2].int_col[1].pe_inst.psum_out[0]   int_row[2].int_col[2].pe_inst.psum_out[0]        0.46                      1
hold / removal    int_row[2].int_col[1].pe_inst.psum_out[0]   int_row[2].int_col[2].pe_inst.psum_out[0]        0.46                      1
setup reg to reg  int_row[0].int_col[2].pe_inst.iact_out[6]  int_row[1].int_col[2].pe_inst.psum_out[45]       18.56                     24
setup / recovery                                  iacts[11]  int_row[0].int_col[2].pe_inst.psum_out[38]       14.64                     23
==> critical path, cell delays in order <==
cell and delay, ns:
clkdlybuf4s50_1 0.82, and2_1 0.40, fa_1 0.53, inv_1 0.05, fa_1 0.45, fa_1 0.53
inv_1 0.06, fa_1 0.49, fa_1 0.49, inv_1 0.05, fa_1 0.47, inv_1 0.04
ha_1 0.37, o21ai_0 0.12, nand2b_1 0.09, nor3b_1 0.17, a22oi_1 0.17, o21ai_1 0.56
a2111oi_0 0.28, o31ai_1 0.58, a41oi_1 0.25, or4_1 0.54, nand3_1 0.09
==> cell type report <==
cell class / count / area [um2] / share of cell area
inverter: 5050 / 18960 / 0.1044
tap: 4515 / 5649 / 0.03112
clock buffer: 126 / 2795 / 0.01540
multi-input combinational: 12024 / 130800 / 0.7206
antenna: 14 / 35.03 / 0.0001930
timing repair buffer: 678 / 5817 / 0.03204
sequential: 768 / 16820 / 0.09264
clock inverter: 57 / 658.1 / 0.003626
==> cells in the final DEF (no fill, tap or decap), types with 28 or more instances in the layout <==
cell type	synthesis	layout
nand4_1	67	67
nor3_1	32	32
o21bai_1	40	40
fa_1	4044	4044
dfxtp_1	624	624
inv_1	5050	5050
edfxtp_1	144	144
ha_1	1050	1050
xor2_1	123	123
and2_1	1839	1839
a21oi_1	380	380
xnor2_1	270	270
nand3_1	66	66
o21a_1	51	51
a21o_1	261	261
o21ai_0	189	189
nor2_1	183	183
buf_4	0	389
nand2_1	2968	2968
nor2b_1	59	59
and3_1	38	38
a211oi_1	28	28
a31oi_1	39	39
clkbuf_16	0	104
clkdlybuf4s50_1	0	288
nand2b_1	44	44
==> cells by family after synthesis <==
family	after synthesis	share of synthesized area
compound gates	1190	0.04577
xor+xnor	393	0.02029
fa+ha+maj	5094	0.5548
buf+inv	5857	0.1297
flops	768	0.09915
mux	1	0.00005902
simple gates	5346	0.1503
==> stage by stage <==
| step | hold WS [ns] | area, um2 | utilization | setup WS [ns] | instances |
|---|---|---|---|---|---|
| final | 0.4571 | 181500 | 0.5384 | 14.64 | 23232 |
| after detailed placement | 0.4457 | 178000 | 0.5281 | 13.72 | 23035 |
| after CTS | 0.4628 | 181500 | 0.5383 | 14.68 | 23218 |
| after global routing | 0.4859 | 181500 | 0.5384 | 14.11 | 23226 |
| after floorplan | 0.3848 | 169600 | - | 15.23 | 18649 |
| after global placement | 0.4455 | 178000 | 0.5281 | 13.75 | 23035 |
